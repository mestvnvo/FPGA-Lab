<file path="design.v">
`timescale 1ns / 1ps
module Lab4(input [2:0] data, output [7:0] AN, output [7:0] CX);
    wire [7:0] z;
    assign AN = 8'hFE;
    decoder stage0(data,z);
    Seven_Seg num0(z,CX);
endmodule
module decoder (input [2:0] data,  output reg [7:0] y); 
always @(data)
begin
       y=0; 
       y[data]=1; 
end
endmodule
module Seven_Seg (input wire [7:0]z, output reg [7:0]CX);
always@*
begin
    case(z)
        8'b00000001: CX = 8'h81;
        8'b00000010: CX = 8'hCF;
        8'b00000100: CX = 8'h92;
        8'b00001000: CX = 8'h86;
        8'b00010000: CX = 8'hCC;
        8'b00100000: CX = 8'hA4;
        8'b01000000: CX = 8'hA0;
        8'b10000000: CX = 8'h8F;
        default: CX = 8'hFF;
    endcase            
end
endmodule
</file>
<file path="run.sh">
#!/bin/bash
# OpenROAD 26Q1-2900-gdf79404cd8, Yosys 0.63+post, stock flow scripts
make -C /OpenROAD-flow-scripts/flow DESIGN_CONFIG=/design/flow/config.mk WORK_HOME=/design/flow/orfs finish
</file>
<file path="config.mk">
export PLATFORM = sky130hd
export DESIGN_NAME = Lab4
export DESIGN_NICKNAME = Lab4
export VERILOG_FILES = /design/flow/design.v
export SDC_FILE = /design/flow/constraint.sdc
export NUM_CORES = 4
export LEC_CHECK = 1
export CORE_AREA = 10 10 70 70
export DIE_AREA = 0 0 80 80
</file>
<file path="constraint.sdc">
current_design Lab4

set clk_period 1.0
set clk_io_pct 0.2

create_clock -name clk0 -period $clk_period

set non_clock_inputs [all_inputs -no_clocks]
set_input_delay [expr $clk_period * $clk_io_pct] -clock clk0 $non_clock_inputs
set_output_delay [expr $clk_period * $clk_io_pct] -clock clk0 [all_outputs]
</file>
==> flow_summary.json <==
{
  "path_class": "in2out",
  "flop_area_um2": 0,
  "filler_cell_count": 360,
  "p_total_mw": 0.504,
  "synth_stat.cells": 73,
  "yosysWarningCount": 2,
  "viasPerCell": 4.28,
  "fin_crit_ns": 1.99,
  "largest_area_cell": "buf_4",
  "synth_area_um2": 552,
  "ys_top_cells_by_count": "9 x buf_4, 5 x a31oi_1, 5 x inv_1, 4 x ha_1",
  "antenna_found_initial": 0,
  "synth_chip_area_um2": 552,
  "dr.pass1.iters": 4,
  "path_buffers": 5,
  "grt_pass1_vias": 672,
  "grtUsageTotal_pct": 5.67,
  "cp_data_arrival_time_ns": 1.79,
  "wire_per_inst_um": 12.3,
  "required_ns": 0.80,
  "ys_top_cells_by_area": "buf_4 12%, ha_1 9.1%, buf_6 6.1%",
  "fp-row-count": 21,
  "vias": 667,
  "coreArea_um2": 3420,
  "place_worst_setup_slack_ns": -1.76,
  "outcome": "finished with violations",
  "cpPeakStageDelay_ns": 0.36,
  "drv_slew": 0,
  "fmax_mhz": 501,
  "chipWidth_um": 80,
  "io_buffers": 10,
  "synth_cell_types": 37,
  "failed_checks": "setup timing",
  "fp.dieH_um": 80,
  "top_area_share_pct": 12.2,
  "drive_gt1_share_pct": 66.4,
  "fin_crit_sh_pct": 199,
  "powerDensity_nw_per_um2": 484,
  "grt.overflow.total": 0,
  "cp_top_family": "buffers and inverters",
  "gp_congestion": 0.851,
  "dp_hpwl_um": 1230,
  "warning_count": 38,
  "area_delta_synth_final_pct": 88.9,
  "ioPinCount": 19,
  "yosys.stat.seqShare_pct": 0,
  "dieArea_um2": 6400,
  "final_antenna_net_count": 0,
  "rsz0062_at_grt": "yes",
  "worstPathCellList": "buf_8 > inv_6 > ha_4 > nor4_4 > a221o_1 > buf_6 > buf_4 > or3_4 > o211ai_2 > buf_2",
  "grt_max_degree": 12,
  "cts_hold_buf": 0,
  "peakVddDrop_uv": 113,
  "syn_inst": 73,
  "critPathCaptureType": "primary output",
  "diodes": 0,
  "hp-start": "data[1]",
  "crit_path_top_delay_cell": "a221o_1",
  "yosysMostFrequentCell": "buf_4",
  "worst_slack_ns": -0.994,
  "hold_violations": 0,
  "routed_wl_um": 1920,
  "syn_avg_cell_area_um2": 7.56,
  "setup_viol": 7,
  "ff_count": 0,
  "hp-class": "in2out",
  "first_iter_violations": 31,
  "grt_first_pass_wirelength_um": 3170,
  "cp-startpoint": "data[0]",
  "critPathMaxFanout": 5,
  "clock_buffers": 0,
  "fp_util_pct": 16.2,
  "cp-start-kind": "input pin",
  "maxCapViolCount": 0,
  "drc": 0,
  "whs_ns": 0.993,
  "leakagePower_nw": 0.411
}
cell usage in the layout, fill, tap and decap left out, types with 3 or more instances in the layout:
cell | synthesis | final
buf_4 | 9 | 29
buf_6 | 3 | 5
conb_1 | 2 | 9
ha_2 | 0 | 3
a31oi_1 | 5 | 3
buf_2 | 0 | 8
o211ai_1 | 3 | 3
inv_1 | 5 | 3
cells by family (layout without fill, tap and decap cells):
group | count (synthesis) | count (layout) | synth area share [%]
buffers and inverters | 19 | 49 | 23.1
other | 2 | 9 | 1.36
muxes | 1 | 1 | 1.81
and+or+nand+nor | 22 | 22 | 28.1
AOI/OAI and AO/OA | 21 | 21 | 28.8
adders and majority gates | 4 | 4 | 9.07
xor gates and xnor gates | 4 | 4 | 7.71
what timing repair did:
action | in CTS | in global routing
pin swaps | 15 | 9
cloned | 0 | 0
setup buffers | 17 | 2
gates resized | 70 | 8
endpoints found under the setup margin | 7 | 7
hold endpoints to repair | 0 | 0
stage by stage:
stage               util (%)  TNS (ns)  cells  cell area (um^2)
detailed placement      23.4    -12.01    143               800
finish                  30.5     -6.52    156              1040
global placement        23.4    -12.02    143               800
global route            30.5     -7.00    156              1040
CTS                     30.7     -6.77    158              1050
floorplan                  -     -4.55     80               603
power breakdown:
group	switching (mW)	leakage, nW	internal (mW)	total [mW]
clock	0	0	0	0
sequential	0	0	0	0
combinational	0.226	0.411	0.278	0.504
total	0.226	0.411	0.278	0.504
per-layer routing:
metal	up-vias	share of wire [%]	track usage, %
met5	-	0	0
met3	0	6.1	0.909
li1	328	-	-
met4	0	0	0.352
met1	323	48	8.28
met2	16	46	8.83
path summary, 6_finish.rpt:
kind | cells after the start | slack [ns] | end
max | 10 | -0.99 | CX[1]
min | 5 | 0.99 | CX[3]
final cells by class:
| type | instances | area (um^2) | share of cell area (%) |
|---|---|---|---|
| Timing Repair Buffer | 44 | 344 | 33.0 |
| Tap cell | 46 | 57.6 | 5.52 |
| Inverter | 5 | 26.3 | 2.52 |
| Multi-Input combinational cell | 61 | 614 | 58.9 |
No activity file was given, so power comes from the tool's default toggle rates.
