File: /design/flow/design.v
`timescale 1ns / 1ps
module set_alarm(input [5:0]sec, min, input CLK100MHZ, reset_ALRM, reset_CLK, alarm_SW,
a_inc_SW, output reg alarm_LED, output wire [5:0] a_sec, a_min, output reg weewoo, input wire alarmoff_BTN);
wire signal400,signal1;
slowerClkGen alarmclk(reset_CLK,a_inc_SW,CLK100MHZ,signal400,signal1);
timecounter alarmtime(reset_ALRM,signal1,a_inc_SW,a_sec,a_min);
always@*
begin
if(alarmoff_BTN)
    begin
    weewoo = 0; 
    end
if(alarm_SW)
    begin
    alarm_LED = 1;
    if(min==a_min && sec==a_sec)
        begin
        weewoo = 1;    
        end
    end
else
    begin
    alarm_LED = 0;
    end
end
endmodule
module alarm_clock(input reset_CLK, reset_CNT, reset_ALRM, inc_SW, a_inc_SW, alarm_SW, CLK100MHZ, alarmoff_BTN,
output [7:0] AN, output [7:0] CX, output wire audioOut, output wire aud_sd, output wire alarm_LED,output reg weewoo_LED);
wire signal400, signal1,weewoo;
wire [2:0] segcount;
wire [2:0] min_ten_count, sec_ten_count, a_min_ten_count, a_sec_ten_count;
wire [3:0] min_one_count, sec_one_count, a_min_one_count, a_sec_one_count;
wire [5:0] sec, min, a_sec, a_min;
wire [7:0] C0, C1, C2, C3, C4, C5, C6, C7;
reg [7:0] AN, CX;
assign E = 1;
slowerClkGen clocks(reset_CLK,inc_SW,CLK100MHZ,signal400,signal1);
segmentcounter loopsegment(reset_CLK,signal400,E,segcount);
timecounter digitaltime(reset_CNT,signal1,E,sec,min);
set_alarm alarm(sec,min,CLK100MHZ,reset_ALRM,reset_CLK,alarm_SW,a_inc_SW,alarm_LED,a_sec,a_min,weewoo,alarmoff_BTN);
digits alarm_separator(a_sec,a_min,a_min_ten_count,a_min_one_count,a_sec_ten_count,a_sec_one_count);
digits separator(sec,min,min_ten_count,min_one_count,sec_ten_count,sec_one_count);
SongPlayer alarm_sound(CLK100MHZ,alarmoff_BTN,weewoo,audioOut,aud_sd);
Pattern0_Gen clock0(sec_one_count,C0);
Pattern1_Gen clock1(sec_ten_count,C1);
Pattern2_Gen clock2(min_one_count,C2);
Pattern3_Gen clock3(min_ten_count,C3);
Pattern4_Gen alarm0(a_sec_one_count,C4);
Pattern5_Gen alarm1(a_sec_ten_count,C5);
Pattern6_Gen alarm2(a_min_one_count,C6);
Pattern7_Gen alarm3(a_min_ten_count,C7);
always@*
begin        
    if (weewoo)
        begin
        weewoo_LED=1;
        end
    else
        begin
        weewoo_LED=0;
        end
    case(segcount)
        0:  begin
                AN = 8'hFE;
                CX = C0;
            end
        1:  begin
                AN = 8'hFD;
                CX = C1;
            end
        2:  begin
                AN = 8'hFB;
                CX = C2;
            end
        3:  begin
                AN = 8'hF7;
                CX = C3;
            end
        4:  begin
                AN = 8'hEF;
                CX = C4;
            end
        5:  begin
                AN = 8'hDF;
                CX = C5;
            end
        6:  begin
                AN = 8'hBF;
                CX = C6;
            end
        7:  begin
                AN = 8'h7F;
                CX = C7;
            end
    endcase
end
endmodule
module slowerClkGen(resetSW,inc, clk, out400Hz,out1Hz);
input clk;
input resetSW;
input inc;
reg [26:0] speed;
output reg out400Hz;
output reg out1Hz;
reg [26:0] counter400Hz;
reg [26:0] counter1Hz;
always @ (posedge clk)
begin
if (inc)
    speed = 1_000_000;
else
    speed = 50_000_000;
if (resetSW)
begin
    counter400Hz=0;
    counter1Hz=0;
    out400Hz=0;
    out1Hz=0;
end
else
begin
    counter1Hz = counter1Hz +1;
    counter400Hz = counter400Hz +1;
    if (counter1Hz == speed)
    begin
        out1Hz=~out1Hz;
        counter1Hz =0;
    end
    if (counter400Hz == 125_000)
    begin
        out400Hz=~out400Hz;
        counter400Hz =0;
    end
end
end
endmodule
module segmentcounter (Resetn, Clock, E, Q);
input Resetn, E;
input wire Clock;
output reg [2:0] Q;
always @(posedge Resetn, posedge Clock)
if (Resetn)
    Q <= 0;
else if (E)
    Q <= Q + 1;
endmodule
module timecounter (Resetn, Clock, E, sec, min);
input Resetn, E;
input wire Clock;
output reg [5:0] sec, min;
always @(posedge Resetn, posedge Clock)
if (Resetn)
begin
    sec <= 0;
    min <= 0;
end
else if (E)
begin
    if (sec > 58)
    begin
        sec <= 0;
        min <= min + 1;
    end
    else if (min > 59)
    begin
        sec <= 0;
        min <= 0;
    end
    else
        sec <= sec + 1;
end
endmodule
module digits(sec,min,mTens,mOnes,sTens,sOnes);
input [5:0] sec, min;
output reg [2:0] mTens, sTens;
output reg [3:0] mOnes, sOnes;
always@*
begin
    mTens <= min/10;
    sTens <= sec/10;
    mOnes <= min%10;
    sOnes <= sec%10;
end
endmodule
module Pattern0_Gen(sec_one_count,CX);
input wire [3:0] sec_one_count;
output reg [7:0] CX;
always@*
begin
    case(sec_one_count)
        0: CX = 8'h81;
        1: CX = 8'hCF;
        2: CX = 8'h92;
        3: CX = 8'h86;
        4: CX = 8'hCC;
        5: CX = 8'hA4;
        6: CX = 8'hA0;
        7: CX = 8'h8F;
        8: CX = 8'h80;
        9: CX = 8'h84;
        default: CX = 8'hfF;
    endcase
end
endmodule 
module Pattern1_Gen(sec_ten_count,CX);
input wire [2:0] sec_ten_count;
output reg [7:0] CX;
always@*
begin
    case(sec_ten_count)
        0: CX = 8'h81;
        1: CX = 8'hCF;
        2: CX = 8'h92;
        3: CX = 8'h86;
        4: CX = 8'hCC;
        5: CX = 8'hA4;
        default: CX = 8'hfF;
    endcase
end
endmodule
module Pattern2_Gen(min_one_count,CX);
input wire [3:0] min_one_count;
output reg [7:0] CX;
always@*
begin
    case(min_one_count)
        0: CX = 8'h81;
        1: CX = 8'hCF;
        2: CX = 8'h92;
        3: CX = 8'h86;
        4: CX = 8'hCC;
        5: CX = 8'hA4;
        6: CX = 8'hA0;
        7: CX = 8'h8F;
        8: CX = 8'h80;
        9: CX = 8'h84;
        default: CX = 8'hfF;
    endcase
end
endmodule
module Pattern3_Gen(min_ten_count,CX);
input wire [2:0] min_ten_count;
output reg [7:0] CX;
always@*
begin
    case(min_ten_count)
        0: CX = 8'h81;
        1: CX = 8'hCF;
        2: CX = 8'h92;
        3: CX = 8'h86;
        4: CX = 8'hCC;
        5: CX = 8'hA4;
        default: CX = 8'hfF;
    endcase
end
endmodule
module Pattern4_Gen(sec_one_count,CX);
input wire [3:0] sec_one_count;
output reg [7:0] CX;
always@*
begin
    case(sec_one_count)
        0: CX = 8'h81;
        1: CX = 8'hCF;
        2: CX = 8'h92;
        3: CX = 8'h86;
        4: CX = 8'hCC;
        5: CX = 8'hA4;
        6: CX = 8'hA0;
        7: CX = 8'h8F;
        8: CX = 8'h80;
        9: CX = 8'h84;
        default: CX = 8'hfF;
    endcase
end
endmodule 
module Pattern5_Gen(sec_ten_count,CX);
input wire [2:0] sec_ten_count;
output reg [7:0] CX;
always@*
begin
    case(sec_ten_count)
        0: CX = 8'h81;
        1: CX = 8'hCF;
        2: CX = 8'h92;
        3: CX = 8'h86;
        4: CX = 8'hCC;
        5: CX = 8'hA4;
        default: CX = 8'hfF;
    endcase
end
endmodule
module Pattern6_Gen(min_one_count,CX);
input wire [3:0] min_one_count;
output reg [7:0] CX;
always@*
begin
    case(min_one_count)
        0: CX = 8'h81;
        1: CX = 8'hCF;
        2: CX = 8'h92;
        3: CX = 8'h86;
        4: CX = 8'hCC;
        5: CX = 8'hA4;
        6: CX = 8'hA0;
        7: CX = 8'h8F;
        8: CX = 8'h80;
        9: CX = 8'h84;
        default: CX = 8'hfF;
    endcase
end
endmodule
module Pattern7_Gen(min_ten_count,CX);
input wire [2:0] min_ten_count;
output reg [7:0] CX;
always@*
begin
    case(min_ten_count)
        0: CX = 8'h81;
        1: CX = 8'hCF;
        2: CX = 8'h92;
        3: CX = 8'h86;
        4: CX = 8'hCC;
        5: CX = 8'hA4;
        default: CX = 8'hfF;
    endcase
end
endmodule
module MusicSheet( input [9:0] number,
output reg [19:0] note, 
output reg [4:0] duration);
parameter QUARTER = 5'b00100;
parameter EIGHTH = 5'b00010;
parameter SIXTH = 5'b00001;
parameter WHOLE = 5'b10000;
parameter 
C4= 50_000_000/261.63,
C5 = 50_000_000/523.25,
Eb5 = 50_000_000/622.25, 
F5= 50_000_000/698.46, 
Gb5 = 50_000_000/739.99,
Bb5= 50_000_000/466.16, 
D5 = 50_000_000/587.33,
G4 = 50_000_000/392,
REST = 1;
always @ (number) begin
case(number)  
    0: begin note = C4; duration = QUARTER; end  
    1: begin note = C5; duration = EIGHTH; end 
    2: begin note = Eb5; duration = EIGHTH; end 
    3: begin note = F5; duration = EIGHTH; end 
    4: begin note = Gb5; duration = EIGHTH; end 
    5: begin note = F5; duration = EIGHTH; end 
    6: begin note = Eb5; duration = EIGHTH; end
    7: begin note = C5; duration = QUARTER; end   
    8: begin note = REST; duration = EIGHTH; end  
    9: begin note = Bb5; duration = SIXTH; end 
    10: begin note = D5; duration = SIXTH; end
    11: begin note = C5; duration = QUARTER; end 
    12: begin note = REST; duration = EIGHTH; end  
    13: begin note = G4; duration = EIGHTH; end 
    14: begin note = C4; duration = QUARTER; end  
    15: begin note = C5; duration = EIGHTH; end 
    16: begin note = Eb5; duration = EIGHTH; end 
    17: begin note = F5; duration = EIGHTH; end 
    18: begin note = Gb5; duration = EIGHTH; end 
    19: begin note = F5; duration = EIGHTH; end 
    20: begin note = Eb5; duration = EIGHTH; end
    21: begin note = Gb5; duration = QUARTER; end  
    22: begin note = REST; duration = QUARTER; end
    23: begin note = Gb5; duration = SIXTH; end 
    24: begin note = F5; duration = SIXTH; end 
    25: begin note = Eb5; duration = SIXTH; end
    26: begin note = REST; duration = SIXTH; end 
    27: begin note = Gb5; duration = SIXTH; end 
    28: begin note = F5; duration = SIXTH; end 
    29: begin note = Eb5; duration = SIXTH; end
    30: begin note = REST; duration = SIXTH; end 
    default: begin note = C5; duration = QUARTER; end
endcase
end
endmodule
module SongPlayer( input clock, input wire reset, input playSound, 
output reg audioOut, output wire aud_sd);
reg [19:0] counter;
reg [31:0] time1, noteTime;
reg [9:0] msec, number;  
wire [4:0] note, duration;
wire [19:0] notePeriod;
parameter clockFrequency = 100_000_000;
assign aud_sd = 1'b1;
MusicSheet mysong(number, notePeriod, duration );
always @ (posedge clock)
begin
if(reset | ~playSound)
    begin
    counter <=0;
    time1<=0;
    number <=0;
    audioOut <=1;
    end
else
    begin
    counter <= counter + 1;
    time1<= time1+1;
    if( counter >= notePeriod)
        begin
        counter <=0;
        audioOut <= ~audioOut;
        end  
    if( time1 >= noteTime)
        begin
        time1 <=0;
        number <= number + 1;
        end  
    if(number == 30) number <=0;  
    end
end
    always @(duration) noteTime = duration * clockFrequency/8;
endmodule
File: /design/flow/run.sh
#!/bin/bash
# OpenROAD 26Q1-2900-gdf79404cd8, Yosys 0.63+post, stock flow scripts
make -C /OpenROAD-flow-scripts/flow DESIGN_CONFIG=/design/flow/config.mk WORK_HOME=/design/flow/orfs finish
File: /design/flow/config.mk
export PLATFORM = sky130hd
export DESIGN_NAME = alarm_clock
export DESIGN_NICKNAME = alarm_clock
export VERILOG_FILES = /design/flow/design.v
export SDC_FILE = /design/flow/constraint.sdc
export NUM_CORES = 4
export LEC_CHECK = 1
export CORE_UTILIZATION = 30
File: /design/flow/constraint.sdc
current_design alarm_clock

set clk_period 7.5
set clk_io_pct 0.2

create_clock -name clk0 -period $clk_period [get_ports {CLK100MHZ}]

set non_clock_inputs [all_inputs -no_clocks]
set_input_delay [expr $clk_period * $clk_io_pct] -clock clk0 $non_clock_inputs
set_output_delay [expr $clk_period * $clk_io_pct] -clock clk0 [all_outputs]
==> metrics.csv <==
stage,metric,value,unit
global_routing,number of global-route vias before repair,11600,
die,floorplan utilization,30.5,%
clock_tree,Bufs on Longest Clock Path,2,
die,Die ar.,50600,um^2
power_and_ir_drop,Max IR drop VDD,0.118,mV
final_timing,endpoints left unconstrained,44,
clock_tree,total CTS buffers,17,
status,status,completed,
logic_synthesis,ys cells,1881,
place,Placer Congestion,0.901,
layout,layout cell share with drive strength beyond 1,5.69,%
clock_tree,CTS Hold Bufs,0,
die,Top Ports,28,
layout,Filler cells,4960,
clock_tree,H-tree levels,4,
run,Tool Warnings,75,
setup_path,CP max FO,11,
setup_path,Worst Path Required,7870,ps
logic_synthesis,yosys warns,44,
final_timing,measured slew at the worst slew-check pin,879,ps
place,Cells after DPL,2493,
die,Core ar.,49000,um^2
die,chip width,225,um
place,hpwl dp,26100,um
layout,Final Util,33.2,%
setup_path,"Largest delay share family, worst path",simple AND/OR/NAND/NOR gates,
routing,final routed DRC violation total,0,
routing,first-iteration detailed-routing DRC count,774,
logic_synthesis,Top-area cell share,22.5,%
global_routing,total grt overflow,0,
run,max-cap viol count,0,
logic_synthesis,Synth flops,196,
setup_path,Crit. End Element,register,
worst_hold_path,worst hold path depth,1,
final_timing,fin worst setup slack,539,ps
routing,DRT antenna net count,0,
power_and_ir_drop,Cell Pwr Density,110,nW/um^2
setup_path,Critical Path AT,7330,ps
final_timing,register pins left without a clock,28,
layout,Top cells excl fill/tap,"238 x nor2_1, 168 x dfxtp_1, 152 x nand2_1, 129 x ha_1, 101 x inv_1",
setup_path,CP Depth,30,
place,Placement Cell Area,15700,um^2
logic_synthesis,Main synth FF type,dfxtp_1,
logic_synthesis,area reported by Yosys stat,14900,um^2
die,row count,81,
logic_synthesis,syn avg cell area,7.93,um^2
global_routing,first-pass GRT wire length,58600,um
setup_path,Crit path buffers/inverters,4,
logic_synthesis,"EDFF count, synth",0,
logic_synthesis,ys async rst share,13.8,%
place,Setup WS pre-CTS,238,ps
final_timing,Fin. Hold Viols,0,
routing,vias per inst,5.02,
final_timing,skew final,10.9,ps
setup_path,crit path max-delay cell type,or4_4,
logic_synthesis,Syn Std Cell Area,14900,um^2
routing,Total Routed Length,34800,um
power_and_ir_drop,P_leak,6.24,nW
routing,Diodes inserted,0,
layout,Final Instance Area,16300,um^2
final_timing,Max Slew Vio Count,0,
final_timing,Worst Hold Slack,461,ps
final_timing,setup violators final,0,
global_routing,initial antenna violation count,0,
clock_tree,CTS tree,built,
routing,routed via count,12700,
final_timing,fmax,0.144,GHz
place,port bufs,25,
routing,Avg WL per Cell,13.8,um
final_timing,final period utilization,92.8,%
power_and_ir_drop,Power Total,1.79,mW
die,die height,225,um
setup_path,R2R cell count,30,
setup_path,start point of the critical path,alarm_sound.number[6],
setup_path,Reg2Reg Launch Point,alarm_sound.number[6],
final_timing,RSZ-0062 raised after global routing,false,
worst_hold_path,Hold Crit Start,clocks.counter400Hz[0],
worst_hold_path,Hold Crit Class,register to register,
logic_synthesis,cell type with the largest total area,dfxtp_1,
setup_path,startpoint class of the critical path,register,
clock_tree,CTS root buf,clkbuf_16,
final_timing,Sum Neg Setup Slack,0,ps
logic_synthesis,Post-Syn Instances,1881,
final_timing,relative slew slack,41.4,%
clock_tree,clk latency of the worst-skew pair,440,ps
global_routing,largest net degree at the start of global routing,28,
logic_synthesis,Synth area leaders,"dfxtp_1 23%, ha_1 11%, nor2_1 6.0%, xnor2_1 5.2%, xor2_1 4.7%",
logic_synthesis,Distinct lib cells used,112,
clock_tree,Clock transition at path regs,70,ps
layout,"non-filler cells, final",2527,
layout,Syn-to-layout area delta,9.01,%
setup_path,Crit Path Class,register to register,
routing,Detailed Routing Iterations Pass 1,5,
setup_path,worst stage delay on the critical path,600,ps
layout,dominant logic cell type in the layout,nor2_1,
global_routing,GRT Total Usage,14.1,%
final_timing,min cycle time layout,6960,ps
==> repair_timing <==
item                                    4_1_cts  5_1_grt
endpoints found under the setup margin        0       17
setup buffers                                 0        2
resized                                       0       11
==> synthesized netlist by cell type (25+ instances only) <==
cell type,count
nand4_1,48
nor2_1,239
clkbuf_1,48
nand2_1,154
xor2_1,80
nor3_1,40
nand3_1,92
buf_2,27
o21ai_0,70
and3_1,32
ha_1,132
xnor2_1,88
inv_1,102
dfxtp_1,168
dfrtp_1,27
a21oi_1,84
mux2i_1,33
nor2b_1,25
==> final timing paths <==
path                                               end  slack [ps]
worst max-delay path                          register         540
worst min-delay path            clocks.counter400Hz[0]         460
worst max register to register                register         540
worst min register to register  clocks.counter400Hz[0]         460
==> area by class of cell <==
class | count | area, um^2 | share of cell area, %
sequential | 196 | 4050 | 24.9
clock buffer | 20 | 437 | 2.69
tap | 664 | 831 | 5.11
multi-input combinational | 1489 | 10100 | 61.8
clock inverter | 12 | 119 | 0.731
timing repair buffer | 39 | 355 | 2.19
inverter | 107 | 408 | 2.51
==> routing by layer <==
layer | GRT usage [%] | wire length [um] | vias up
met4 | 2.06 | 609 | 0
li1 | - | - | 6595
met2 | 21.3 | 15000 | 199
met1 | 22.2 | 18000 | 5859
met5 | 0 | 0 | -
met3 | 1.50 | 1200 | 33
==> where the power goes <==
part | internal (mW) | total (mW) | switching (mW)
clock | 0.461 | 0.852 | 0.391
sequential | 0.897 | 0.903 | 0.00546
combinational | 0.0112 | 0.0315 | 0.0202
total | 1.37 | 1.79 | 0.417
==> cell families after synthesis <==
family	Yosys count	synth area share [%]
AND-OR/OR-AND	384	17.8
XOR/XNOR	168	9.86
adder cells (fa/ha/maj)	135	11.3
buffers and inverters	201	5.74
flip-flops	195	27.1
latches	1	0.101
multiplexers	46	3.29
other	2	0.0504
AND/OR/NAND/NOR	749	24.7
Power and IR drop assume default switching activity.
